==> design.v <==
module SIMD_x(multiplya,multiplyb,H,X,C,multoutput);
input [7:0] multiplya;
input [7:0] multiplyb;
input H;
input X;
input C;
output [7:0] multoutput;
wire [7:0] sel0 = H?8'hFF:(X?8'h0F:8'h03);
wire [7:0] sel1 = H?8'hFF:(X?8'hF0:8'h0C);
wire [7:0] sel2 = H?8'hFF:(X?8'hF0:8'h30);
wire [7:0] sel3 = H?8'hFF:(X?8'hF0:8'hC0);
wire [7:0] a0 = (multiplyb[0]?multiplya:8'h00)&sel0;
wire [7:0] a1 = (multiplyb[1]?multiplya:8'h00)&sel0;
wire [7:0] a2 = (multiplyb[2]?multiplya:8'h00)&sel1;
wire [7:0] a3 = (multiplyb[3]?multiplya:8'h00)&sel1;
wire [7:0] a4 = (multiplyb[4]?multiplya:8'h00)&sel2;
wire [7:0] a5 = (multiplyb[5]?multiplya:8'h00)&sel2;
wire [7:0] a6 = (multiplyb[6]?multiplya:8'h00)&sel3;
wire [7:0] a7 = (multiplyb[7]?multiplya:8'h00)&sel3;
wire[9:0] tmp0 = a0 + (a0 << 1);
wire[9:0] tmp1 = a2 + (a3 << 1);
wire[9:0] tmp2 = a4 + (a5 << 1);
wire[9:0] tmp3 = a6 + (a7 << 1);
wire [12:0] tmp_o0 = tmp0 + (tmp1 << 2);
wire [12:0] tmp_o1 = tmp2 + (tmp3 << 2);
wire [17:0] tmp_h0 = tmp_o0 + (tmp_o1 << 4);
assign multoutput[1:0] = tmp0[1:0];
assign multoutput[3:2] = C?tmp1[1:0] : (X ? tmp0[3:2] : tmp_h0[3:2]);
assign multoutput[5:4] = C?tmp1[1:0] : (X ? tmp0[1:0] : tmp_h0[5:4]);
assign multoutput[7:6] = C?tmp1[1:0] : (X ? tmp0[3:2] : tmp_h0[7:6]);
endmodule
==> run.sh <==
#!/bin/bash
# OpenROAD 26Q1-2900-gdf79404cd8, Yosys 0.63+post, stock flow scripts
make -C /OpenROAD-flow-scripts/flow DESIGN_CONFIG=/design/flow/config.mk WORK_HOME=/design/flow/orfs finish
==> config.mk <==
export PLATFORM = sky130hd
export DESIGN_NAME = SIMD_x
export DESIGN_NICKNAME = SIMD_x
export VERILOG_FILES = /design/flow/design.v
export SDC_FILE = /design/flow/constraint.sdc
export NUM_CORES = 4
export LEC_CHECK = 1
export CORE_AREA = 10 10 93 93
export DIE_AREA = 0 0 103 103
==> constraint.sdc <==
current_design SIMD_x

set clk_period 8.5
set clk_io_pct 0.2

create_clock -name clk0 -period $clk_period

set non_clock_inputs [all_inputs -no_clocks]
set_input_delay [expr $clk_period * $clk_io_pct] -clock clk0 $non_clock_inputs
set_output_delay [expr $clk_period * $clk_io_pct] -clock clk0 [all_outputs]
==> impl_metrics.env <==
# source this file to load flow results
export IMPL_outcome="finished, final reports clean"
export IMPL_cp_slowest_stage_delay_ps=610
export IMPL_rsz0062_at_grt="no"
export IMPL_hold_viol=0
export IMPL_grt_pass1_vias=1165
export IMPL_synth_most_common_cell="nand2_1"
export IMPL_antenna_found_initial=0
export IMPL_coreArea_sq_um=6760
export IMPL_grt_max_degree=23
export IMPL_die_y_um=103
export IMPL_yosysWarningCount=0
export IMPL_ys_types=37
export IMPL_rows=30
export IMPL_gp_congestion=0.794
export IMPL_io_pins=27
export IMPL_relSlewSlack=0.601
export IMPL_drc=0
export IMPL_yosysSeqAreaShare=0
export IMPL_avgSynthCellArea_sq_um=7.33
export IMPL_yosysCellCount=162
export IMPL_chipArea_sq_um=10600
export IMPL_critical_path_required_ps=6800
export IMPL_cp_slowest_cell="clkdlybuf4s50_1"
export IMPL_cts_hold_buf=0
export IMPL_ys_chip_area_sq_um=1190
export IMPL_power_total_mw=0.0966
export IMPL_common_cells="18 x nand2_1, 16 x ha_1, 16 x inv_1"
export IMPL_min_period_ps=7950
export IMPL_sw_frac_of_total=0.460
export IMPL_ctsResizeCount=0
export IMPL_grt_total_usage=0.0606
export IMPL_path_class="primary input to primary output"
export IMPL_postCtsSetupBuffers=0
export IMPL_p_comb_frac=1.000
export IMPL_p_clk_frac=0
export IMPL_grt_pass1_wl_um=5290
export IMPL_pre_cts_ws_ps=539
export IMPL_portBuffers=26
export IMPL_seq_area_sq_um=0
export IMPL_wire_per_inst_um=11.6
export IMPL_p_int_mw=0.0522
export IMPL_overflow=0
export IMPL_critPathCaptureType="primary output"
export IMPL_openroad_warnings=33
export IMPL_powerDensity_nw_per_um2=62.9
export IMPL_worst_pin_slew_ps=597
export IMPL_dp_hpwl_um=2600
export IMPL_clkbuf_count=0
export IMPL_seqPwrFrac=0
export IMPL_syn_inst=162
export IMPL_cp_arrival_ps=6250
export IMPL_cp_common_cell="ha_1"
export IMPL_nFlopsAndLatches=0
export IMPL_drt_total_wl_um=3060
export IMPL_crit_buf_inv=3
export IMPL_place_inst=263
export IMPL_period_used=0.935
export IMPL_ant_nets=0
export IMPL_fmax_mhz=126
export IMPL_cap_violations=0
export IMPL_critical_path_top_delay_family="adder cells"
export IMPL_syn_area_sq_um=1190
export IMPL_area_delta_synth_final_pct=29.4
export IMPL_start_kind="primary input"
export IMPL_hp_class="primary input to primary output"
export IMPL_setup_violations=0
export IMPL_slew_viol_final=0
export IMPL_chipWidth_um=103
export IMPL_setup_ws_ps=551
export IMPL_vias=1132
export IMPL_fp_util=0.176
export IMPL_peakVddDrop_v=0.0000253
export IMPL_drive_above_1_share=0.0492
export IMPL_p_sw_mw=0.0444
export IMPL_dr_pass1_iters=4
export IMPL_via_per_inst=4.30
export IMPL_yosysTopAreaCell="ha_1"
export IMPL_fin_tns_setup_ps=0
export IMPL_instances_no_fill=263
export IMPL_drtIter0Drc=58
export IMPL_p_leak_nw=0.749
export IMPL_path_max_fanout=11
export IMPL_ys_top_cells_by_area="ha_1 17%, fa_1 10%, xor2_1 8.1%, and3_1 7.4%, nand2_1 5.7%"
export IMPL_crit_chain="clkdlybuf4s50_1 -> and2_1 -> ha_1 -> ha_1 -> a31o_2 -> a31oi_1 -> xnor2_1 -> fa_1 -> inv_1 -> ha_1 -> a21o_1 -> a21oi_1 -> xnor2_1 -> xnor3_1 -> mux2i_1 -> a221o_1 -> clkdlybuf4s50_1"
export IMPL_diodes=0
export IMPL_synth_top_area_share=0.169
## placed cells by master (no fill, tap or decap), drive strengths merged, types with 2 or more instances in the layout
cell / count
inv: 16
fa: 6
o211ai: 2
a21o: 5
xnor3: 2
o21a: 2
nand2b: 5
buf: 4
a31oi: 3
clkdlybuf4s50: 26
xnor2: 6
nand2: 19
a21oi: 11
xor2: 12
nand3: 6
ha: 16
and2: 4
nor2: 3
o21ai: 9
and3: 14
## final cells by class
class / instances / area (sq um)
Tap cell: 80 / 100
Multi-Input combinational cell: 137 / 1090
Fill cell: 749 / 5220
Inverter: 16 / 60.1
Timing Repair Buffer: 30 / 290
## kinds of logic (layout without fill, tap and decap cells)
| family | after synthesis | in the layout | synth area share |
|---|---|---|---|
| AND/OR/NAND/NOR | 56 | 56 | 0.252 |
| AND-OR/OR-AND | 37 | 37 | 0.198 |
| buffers and inverters | 25 | 46 | 0.0854 |
| adder cells (fa/ha/maj) | 22 | 22 | 0.270 |
| XOR/XNOR | 20 | 20 | 0.177 |
| multiplexers | 2 | 2 | 0.0179 |
## power groups by stage
| stage | logic (mW) | clock network, mW | registers, mW |
|---|---|---|---|
| finish | 0.0966 | 0 | 0 |
| global route | 0.111 | 0 | 0 |
| CTS | 0.0988 | 0 | 0 |
## final timing paths
check,start,endpoint,slack [ps],cells past startpoint
worst max-delay path,multiplya[1],multoutput[7],550,17
worst min-delay path,multiplyb[0],multoutput[0],4470,3
## metrics by stage
| stage | util | hold WS [ps] | instance area, sq um |
|---|---|---|---|
| global placement | 0.227 | 4500 | 1540 |
| floorplan | - | 3520 | 1190 |
| detailed placement | 0.227 | 4500 | 1540 |
| finish | 0.227 | 4470 | 1540 |
| global route | 0.227 | 4540 | 1540 |
| CTS | 0.227 | 4500 | 1540 |
## routing by layer
metal | track usage | routed length (um) | vias up
met3 | 0.00339 | 48 | 0
li1 | - | - | 601
met1 | 0.0819 | 1440 | 520
met4 | 0 | 0 | 0
met5 | 0 | 0 | -
met2 | 0.110 | 1570 | 11
## tightest hold or removal path, cell delays in order
cell and delay, ps:
clkdlybuf4s50_1 460, and2_1 200, clkdlybuf4s50_1 410
Power and IR drop assume default switching activity.
