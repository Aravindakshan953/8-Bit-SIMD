$ cat flow/config.mk
export PLATFORM = sky130hd
export DESIGN_NAME = SIMD_shift
export DESIGN_NICKNAME = SIMD_shift
export VERILOG_FILES = /design/flow/design.v
export SDC_FILE = /design/flow/constraint.sdc
export NUM_CORES = 4
export LEC_CHECK = 1
export CORE_AREA = 10 10 70 70
export DIE_AREA = 0 0 80 80
$ cat flow/constraint.sdc
current_design SIMD_shift

set clk_period 1.0
set clk_io_pct 0.2

create_clock -name clk0 -period $clk_period

set non_clock_inputs [all_inputs -no_clocks]
set_input_delay [expr $clk_period * $clk_io_pct] -clock clk0 $non_clock_inputs
set_output_delay [expr $clk_period * $clk_io_pct] -clock clk0 [all_outputs]
$ cat flow/design.v
module SIMD_shift(shiftin,H,C,X,left,shiftout);
input [7:0] shiftin;
input H;
input C;
input X;
input left;
output [7:0] shiftout;
wire [7:0] shift_8bit = left ? {shiftin[6:0], 1'b0} : {1'b0, shiftin[7:1]};
wire [3:0] half_up = left ? {shiftin[6:4], 1'b0} : {1'b0, shiftin[7:5]};
wire [3:0] half_lo = left ? {shiftin[2:0], 1'b0} : {1'b0, shiftin[3:1]};
wire[7:0] shift_half = {half_up, half_lo};
wire [1:0] octa_3 = left ? {shiftin[6], 1'b0} : {1'b0, shiftin[7]};
wire [1:0] octa_2 = left ? {shiftin[4], 1'b0} : {1'b0, shiftin[5]};
wire [1:0] octa_1 = left ? {shiftin[2], 1'b0} : {1'b0, shiftin[3]};
wire [1:0] octa_0 = left ? {shiftin[2], 1'b0} : {1'b0, shiftin[1]};
wire [7:0] shift_octa = {octa_3, octa_2, octa_1, octa_0};
assign shiftout = 0 ? shift_octa : (H ? shift_half : shift_8bit);
endmodule
$ cat flow/run.sh
#!/bin/bash
# OpenROAD 26Q1-2900-gdf79404cd8, Yosys 0.63+post, stock flow scripts
make -C /OpenROAD-flow-scripts/flow DESIGN_CONFIG=/design/flow/config.mk WORK_HOME=/design/flow/orfs finish
==> reports/qor.csv <==
stage,metric,value,unit
finish,seq_area,0,µm²
worst_setup_path,crit_top_cell,buf_6,
place,pre_cts_ws,-771,ps
die,io_pins,20,
finish,clock_buffers,0,
finish,final.fill_count,405,
place,io_buffers,18,
die,die_w,80,µm
place,place_congestion,0.694,
logic_synthesis,synth_chip_area,118,µm²
sta,worstMarginPinSlew,127,ps
die,die_h,80,µm
logic_synthesis,synth_top_area_share,0.511,
min_path,min_path_type,primary input to output port,
global_routing,grt_pass1_wl,1110,µm
power,ir_drop,0.0000607,V
drt,dr.pass1.iters,2,
drt,vias,172,
sta,max_freq,0.960,GHz
sta,setup_viol,6,
die,row_count,21,
logic_synthesis,syn_area,118,µm²
place,place_inst,76,
drt,drc,0,
job,warning_count,36,
worst_setup_path,cp_max_fo,3,
global_routing,track_usage,0.0224,
finish,area_growth,206,%
finish,drive_gt1_frac,0.636,
worst_setup_path,critPathSlowestCell,a22o_2,
worst_setup_path,crit_buf_inv,4,
worst_setup_path,arrival,840,ps
worst_setup_path,path_class,primary input to output port,
sta,slew_violations,0,
worst_setup_path,max_stage_delay,220,ps
sta,fin_crit,1040,ps
logic_synthesis,syn_avg_cell_area,9.80,µm²
logic_synthesis,ys_seq_frac,0,
worst_setup_path,cp_data_required_time,800,ps
outcome,violations,setup timing,
sta,finalHoldViolations,0,
power,leakagePower,0.000171,µW
sta,slew-limit-headroom,0.915,
outcome,status,"complete, but fails checks",
power,powerDensity,338,nW/µm²
sta,grt_setup_unrepaired,yes,
logic_synthesis,postSynthCellCount,12,
logic_synthesis,synthTopCellsByArea,"mux2_4 51%, buf_6 9.6%, a22o_2 8.5%",
worst_setup_path,start_kind,primary input,
die,fp_util,0.0344,
finish,design.seq.count,0,
cts,hold_buffers,0,
logic_synthesis,yosysTopAreaCell,mux2_4,
worst_setup_path,path_delay_family,buffers and inverters,
die,core,3420,µm²
sta,layout_setup_ws,-41.9,ps
global_routing,grt.overflow.total,0,
drt,dr.first_iter.drc_count,10,
drt,drt.antenna.violating_nets,0,
logic_synthesis,yosysMostFrequentCell,mux2_4,
logic_synthesis,ys_types,9,
global_routing,antenna_found_initial,2,
logic_synthesis,synth_warnings,0,
global_routing,grt_start_max_net_pins,6,
finish,stdcell_count,80,
worst_setup_path,critPathCaptureType,output port,
die,chip_area,6400,µm²
drt,wirelength,758,µm
drt,wl_per_cell,9.48,µm
global_routing,grt_pass1_vias,179,
drt,via_per_inst,2.15,
logic_synthesis,ys_cells,12,
job,maxCapViolations,0,
sta,period_used_share,1.04,
worst_setup_path,crit_path_cell_trace,buf_8 > buf_6 > buf_6 > a22o_2 > buf_2,
==> placed cells by master, fill, tap and decap left out <==
cell type and count:
and2b_2 1, diode_2 1, inv_1 1, mux2_4 4, nor2_2 1, buf_2 6, buf_8 1, nand3b_1 1
a22o_2 1, dlygate4sd2_1 7, buf_6 5, o21ai_1 1, and2_4 1, buf_4 1, clkdlybuf4s15_1 2
==> logic make-up (layout without fill, tap and decap cells) <==
family | Yosys count | after routing | share of synthesized area
buffers and inverters | 2 | 23 | 0.128
AND/OR/NAND/NOR | 4 | 4 | 0.234
other | 0 | 1 | 0
AND-OR/OR-AND | 2 | 2 | 0.128
multiplexers | 4 | 4 | 0.511
==> area by class of cell <==
cell class	instances	area, µm²	share of cell area
inverters	1	3.75	0.0104
repair buffers	22	190	0.528
multi-input cells	10	106	0.295
diodes	1	2.50	0.00694
well taps	46	57.6	0.160
==> worst paths after layout <==
check / slack (ps) / startpoint / depth (start not counted) / to
worst min-delay path: 810 / shiftin[7] / 3 / shiftout[6]
worst max-delay path: -40 / left / 5 / shiftout[3]
==> metal layers <==
metal  up-vias  global-route usage  share of wire
met3         2              0.0227           0.25
met4         0                   0         0.0026
li1         86                   -              -
met5         -                   0              0
met1        72              0.0257           0.39
met2        12              0.0305           0.35
==> repair_timing <==
action                                  4_1_cts  5_1_grt
buffers inserted                              2        0
resized                                      49        2
gates cloned                                  1        0
endpoints found under the setup margin        8        8
endpoints found under the hold margin         0        0
pin swaps                                     2        0
==> metrics by stage <==
stage / total power, µW / hold slack (ps) / instance area [µm²] / utilization / TNS [ps]
global route: 134 / 838 / 360 / 0.105 / -311
detailed placement: 130 / 1390 / 352 / 0.103 / -5820
floorplan: 37.5 / 469 / 118 / - / 0
finish: 122 / 807 / 360 / 0.105 / -159
global placement: 129 / 1380 / 352 / 0.103 / -5750
CTS: 122 / 813 / 355 / 0.104 / -179
==> report_power, final <==
group	leakage [µW]	internal [µW]	switching (µW)	total, µW
clock network	0.00000000634	0.000134	0	0.000134
logic	0.000171	87.8	34.0	122
registers	0	0	0	0
Power is estimated from default activity; no workload was simulated.
